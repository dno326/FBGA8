`run.sh`:
```
#!/bin/bash
# OpenROAD 26Q1-2900-gdf79404cd8, Yosys 0.63+post, stock flow scripts
make -C /OpenROAD-flow-scripts/flow DESIGN_CONFIG=/design/flow/config.mk WORK_HOME=/design/flow/orfs finish
```
`config.mk`:
```
export PLATFORM = sky130hd
export DESIGN_NAME = TopModule
export DESIGN_NICKNAME = TopModule
export VERILOG_FILES = /design/flow/design.v
export SDC_FILE = /design/flow/constraint.sdc
export NUM_CORES = 4
export LEC_CHECK = 1
export CORE_AREA = 10 10 80 80
export DIE_AREA = 0 0 90 90
```
`constraint.sdc`:
```
current_design TopModule

set clk_period 4.2
set clk_io_pct 0.2

create_clock -name clk0 -period $clk_period [get_ports {clk}]

set non_clock_inputs [all_inputs -no_clocks]
set_input_delay [expr $clk_period * $clk_io_pct] -clock clk0 $non_clock_inputs
set_output_delay [expr $clk_period * $clk_io_pct] -clock clk0 [all_outputs]
```
`design.v`:
```
`timescale 1ns / 1ps
module BinaryToBCD (
    input wire clk,                  
    input wire reset,                
    input wire start,                
    input wire [11:0] binary,        
    output reg [15:0] bcd,           
    output reg ready                 
);
    parameter IDLE = 3'b000;
    parameter LOAD = 3'b001;
    parameter SHIFT = 3'b010;
    parameter DONE = 3'b011;
    reg [2:0] current_state, next_state;  
    reg [27:0] shift_reg;                 
    reg [3:0] bit_counter;                
    integer i;
    always @(posedge clk or posedge reset) begin
        if (reset)
            current_state <= IDLE;
        else
            current_state <= next_state;
    end
    always @* begin
        next_state = current_state;
        ready = 0;
        case (current_state)
            IDLE: begin
                if (start)
                    next_state = LOAD;
            end
            LOAD: begin
                next_state = SHIFT;
            end
            SHIFT: begin
                if (bit_counter == 0)
                    next_state = DONE;
            end
            DONE: begin
                ready = 1;  
                if (!start)
                    next_state = IDLE;
            end
        endcase
    end
    always @(posedge clk or posedge reset) begin
        if (reset) begin
            shift_reg <= 0;
            bit_counter <= 0;
            bcd <= 0;
        end else begin
            case (current_state)
                IDLE: begin
                    shift_reg <= 0;
                    bit_counter <= 0;
                    bcd <= 0;
                end
                LOAD: begin
                    shift_reg[11:0] <= binary;
                    shift_reg[15:12] <= 4'b0000;  
                    bit_counter <= 12;           
                end
                SHIFT: begin
                    for (i = 15; i >= 4; i = i - 4) begin
                        if (shift_reg[i -: 4] >= 5) begin
                            shift_reg[i -: 4] <= shift_reg[i -: 4] + 3;
                        end
                    end
                    shift_reg <= shift_reg << 1;
                    bit_counter <= bit_counter - 1;
                end
                DONE: begin
                    bcd <= shift_reg[27:12];
                end
            endcase
        end
    end
endmodule
`timescale 1ns / 1ps
module DisplayDriver (
    input wire clk,                
    input wire reset,              
    input wire [15:0] bcd,         
    output reg [6:0] segments,     
    output reg [3:0] anodes        
);
    reg [1:0] digit_select;        
    reg [3:0] current_digit;       
    reg [16:0] clk_divider;        
    always @(posedge clk or posedge reset) begin
        if (reset)
            clk_divider <= 0;
        else
            clk_divider <= clk_divider + 1;
    end
    always @(posedge clk_divider[16] or posedge reset) begin
        if (reset)
            digit_select <= 0;
        else
            digit_select <= digit_select + 1;
    end
    always @* begin
        case (digit_select)
            2'b00: begin
                anodes = 4'b1110;    
                current_digit = bcd[3:0];   
            end
            2'b01: begin
                anodes = 4'b1101;    
                current_digit = bcd[7:4];
            end
            2'b10: begin
                anodes = 4'b1011;    
                current_digit = bcd[11:8];
            end
            2'b11: begin
                anodes = 4'b0111;    
                current_digit = bcd[15:12];  
            end
            default: begin
                anodes = 4'b1111;    
                current_digit = 4'b0000;
            end
        endcase
    end
    always @* begin
        case (current_digit)
            4'd0: segments = 7'b1000000;  
            4'd1: segments = 7'b1111001;  
            4'd2: segments = 7'b0100100;  
            4'd3: segments = 7'b0110000;  
            4'd4: segments = 7'b0011001;  
            4'd5: segments = 7'b0010010;  
            4'd6: segments = 7'b0000010;  
            4'd7: segments = 7'b1111000;  
            4'd8: segments = 7'b0000000;  
            4'd9: segments = 7'b0010000;  
            default: segments = 7'b1111111;  
        endcase
    end
endmodule
`timescale 1ns / 1ps
module TopModule (
    input wire clk,
    input wire reset,
    output wire [6:0] segments,
    output wire [3:0] anodes
);
    wire [11:0] count;
    wire [15:0] bcd;
    UpCounter counter (
        .clk(clk),
        .reset(reset),
        .count(count)
    );
    BinaryToBCD converter (
        .binary(count),
        .bcd(bcd)
    );
    DisplayDriver display (
        .clk(clk),
        .reset(reset),
        .bcd(bcd),
        .segments(segments),
        .anodes(anodes)
    );
endmodule
`timescale 1ns / 1ps
module UpCounter #(parameter MAX_COUNT = 4095)(clk, reset, count);
    input wire clk;
    input wire reset;
    output reg [11:0] count;
    always @(posedge clk or posedge reset) begin
        if (reset) begin
            count <= 12'd0;
        end else if (count < MAX_COUNT) begin
            count <= count + 1;
        end else begin
            count <= 12'd0;
        end
    end
endmodule
```
==> impl_metrics.yaml <==
# flow metrics
grt:
  grt-ovfl-total: 0
  first_global_vias: 523
  track_usage_pct: 3.49
  grt_max_degree: 20
  grt_pass1_wl_mm: 2.42
  grt_antenna_before_repair: 0
critical_path:
  critPathSlowestCell: "inv_1"
  crit_chain: "clkdlybuf4s50_1 -> inv_1"
  cp_num_buf_inv: 2
  cp-start-kind: "input pin"
  slowest_delay_ns: 0.50
  critical_path_required_ns: 4.51
  crit_fanout: 19
  r2r_slack_ns: 2.77
  cp_top_family: "buffers and inverters"
  criticalPathCategory: "input pin to async pin"
  worst_setup_path_end_kind: "async pin"
  arrival_ns: 1.75
cells_and_area:
  drive_gt1_share_pct: 4.44
  num-fill-cells: 508
  utilization_pct: 22.3
  syn2layout_area_growth_pct: 16.0
  fin_area_um2: 1050
job:
  max-cap-violations: 0
  warnings: 28
cts:
  clock_path_buffers: 2
  cts_hold_buf: 0
  path_clk_slew_ns: 0.06
  cts_tree: "yes"
  h-tree-depth: 1
  cts_setup_buffers: 0
  cts_buffers: 3
  cts-resized-gates: 0
  clk_latency_ns: 0.24
  clock-root-buffer: "clkbuf_8"
sta:
  fmax_ghz: 0.693
  post-route-period-util_pct: 34.3
  rsz0062_at_grt: "false"
  setup_viol: 0
  fin_worst_skew_ns: 0.00183
  timing.slew.headroom_pct: 54.3
  unclocked_regs: 2
  drv_slew: 0
  unconstrained_endpoints: 6
  tns_ns: 0
  worst-slew-pin-transition_ns: 0.685
  final.min_clock_period_ns: 1.44
  fin_ws_ns: 2.76
  hold_viol_final: 0
  whs_ns: 0.473
floorplan:
  std_cell_rows: 25
  die_width_um: 90
  initial_utilization_pct: 19.3
  ios: 13
  dieHeight_um: 90
  chip_area_um2: 8100
  coreArea_um2: 4720
synthesis:
  syn_area_per_cell_um2: 11.0
  synth_cell_type_count: 14
  postSynthSeqShare_pct: 52.3
  ys_warn_count: 6
  ys_cells: 83
  postSynthCellCount: 83
  synth_area_um2: 910
  yosys_area_um2: 910
  synth-seq-cells: 19
routing:
  dr.first_iter.drc_count: 18
  wl_mm: 1.31
  firstDrtPassIters: 4
  drc: 0
  final_antenna_net_count: 0
  routed_via_density: 3.38
  diodes: 0
  wl_per_cell_um: 8.35
  vias: 531
placement:
  port_buffers: 5
  placed_area_um2: 1010
  finalWeightedCongestion: 0.730
  dp_slack_ns: 2.41
  hpwl_mm: 1.01
pwr:
  p_sw_uw: 52.2
  power_frac_seq_pct: 57.7
  pwr-share-comb_pct: 1.6
  ir_drop_mv: 0.102
  pwr-share-clk_pct: 40.7
  cellPowerDensity_nw_per_um2: 269
  cellLeakagePower_uw: 0.000511
  swShare_pct: 18.4
  internal_power_uw: 232
run_status:
  status: "complete, no violations"
worst_hold_path:
  holdCritPathClass: "flip-flop to flip-flop"
## registers in the layout, summed over array words and instances (netlist names)
signal	count
display.clk_divider	17
display.digit_select	2
## metrics by stage
step           std cells  power (uW)
2_1_floorplan         88         174
3_3_place_gp         153         172
3_5_place_dp         153         172
4_1_cts              157         290
5_1_grt              157         301
6_report             157         284
## power by group through the flow
stage	Combinational (uW)	Sequential (uW)	Clock, uW
finish	4.53	164	116
global route	5.77	164	132
CTS	5.12	164	122
## routing by layer
layer	up-vias	global-route usage (%)	part of all wire (%)
li1	266	-	-
met1	254	4.99	50
met2	11	4.78	42
met3	0	1.93	8.1
met4	0	0	0
met5	-	0	0
## synth_stat cells, drive strengths merged
| cell type | number | share of area [%] |
|---|---|---|
| xnor2 | 5 | 4.8 |
| dfrtp | 19 | 52 |
| xor2 | 10 | 9.6 |
| nor4 | 6 | 4.1 |
| conb | 2 | 0.83 |
| inv | 12 | 5.0 |
| nor2 | 4 | 1.7 |
| nand4 | 4 | 4.4 |
| buf | 7 | 5.8 |
| nand2 | 2 | 0.83 |
| ha | 5 | 6.9 |
| nor3 | 2 | 1.1 |
| nand3 | 5 | 2.8 |
## layout make-up
type,instances,area (um2),share of cell area [%]
Clock buffer,4,45.0,4.27
Tap cell,67,83.8,7.95
Sequential cell,19,475,45.1
Timing Repair Buffer,5,50.0,4.74
Inverter,12,45.0,4.27
Multi-Input combinational cell,50,355,33.7
## kinds of logic after synthesis
family / count (synthesis) / share of synthesized area, %
xor gates and xnor gates: 15 / 14.4
buffers and inverters: 19 / 10.7
DFF: 19 / 52.3
and+or+nand+nor: 23 / 14.9
other: 2 / 0.826
adders and majority gates: 5 / 6.88
## worst paths after layout
path,to,cells past startpoint,from
min in group asynchronous,display.clk_divider[14],2,reset
max in group clk0,display.clk_divider[12],4,display.clk_divider[0]
hold / removal,display.clk_divider[10],1,display.clk_divider[10]
hold reg to reg,display.clk_divider[10],1,display.clk_divider[10]
setup reg to reg,display.clk_divider[12],4,display.clk_divider[0]
setup / recovery,display.clk_divider[15],2,reset
## cells in the final DEF (no fill, tap or decap), types with 4 or more instances in the layout
| cell type | count |
|---|---|
| clkdlybuf4s50_1 | 5 |
| nand3_1 | 5 |
| nor2_1 | 4 |
| xor2_1 | 10 |
| ha_1 | 5 |
| inv_1 | 12 |
| xnor2_1 | 5 |
| dfrtp_1 | 19 |
| nor4_1 | 6 |
| conb_1 | 7 |
Power is estimated from default activity; no workload was simulated.
